--- ./design.v ---
module reg_file #(
    parameter ADDR_WDTH = 5,
    parameter DATA_WDTH = 32
)(
    input                     clk_i,
    input [ADDR_WDTH - 1 : 0] ad1_i,
    input [ADDR_WDTH - 1 : 0] ad2_i,
    input [ADDR_WDTH - 1 : 0] ad3_i,
    input                     we3_i,
    input [DATA_WDTH - 1 : 0] wd3_i,
    output [DATA_WDTH - 1 : 0]rd1_o,
    output [DATA_WDTH - 1 : 0]rd2_o
);
    logic [DATA_WDTH-1:0] reg_data [32];     
    always_ff @ (posedge clk_i) begin
        if (we3_i) reg_data[ad3_i] <= wd3_i;
    end
    assign rd1_o = reg_data[ad1_i] * (ad1_1 != 0);
    assign rd2_o = reg_data[ad2_i] * (ad2_i != 0);
endmodule
--- ./run.sh ---
#!/bin/bash
# OpenROAD 26Q1-2900-gdf79404cd8, Yosys 0.63+post, stock flow scripts
make -C /OpenROAD-flow-scripts/flow DESIGN_CONFIG=/design/flow/config.mk WORK_HOME=/design/flow/orfs finish
--- ./config.mk ---
export PLATFORM = sky130hd
export DESIGN_NAME = reg_file
export DESIGN_NICKNAME = reg_file
export VERILOG_FILES = /design/flow/design.v
export SDC_FILE = /design/flow/constraint.sdc
export NUM_CORES = 4
export LEC_CHECK = 1
export CORE_UTILIZATION = 50
--- ./constraint.sdc ---
current_design reg_file

set clk_period 6.1
set clk_io_pct 0.2

create_clock -name clk0 -period $clk_period [get_ports {clk_i}]

set non_clock_inputs [all_inputs -no_clocks]
set_input_delay [expr $clk_period * $clk_io_pct] -clock clk0 $non_clock_inputs
set_output_delay [expr $clk_period * $clk_io_pct] -clock clk0 [all_outputs]
==> Slide: Implementation Results <==
Run Summary

Floorplanning
  – Die area: 80490 µm²
  – Chip Height: 283.7 µm
  – CORE AREA: 77980 µm²
  – Die X: 283.7 µm
  – FP Rows: 102
  – # IOs: 113
  – FP Core Util: 50.88%

STA
  – Fin. Hold Viols: 0
  – Max-slew headroom: 34.94%
  – RSZ-0062 raised after global routing: no
  – Final setup vio count: 0
  – Fin crit share: 87.29%
  – Slew Limit Fails: 0
  – Tmin final: 5.324 ns
  – Fmax achieved: 187.8 MHz
  – Worst slew pin tran: 0.9728 ns
  – Setup TNS: 0 ns

Setup path
  – Req. time, crit path: 4.88 ns
  – Worst stage delay on the critical path: 0.56 ns
  – Crit Path Max Fanout: 77
  – Crit-path slowest cell: clkdlybuf4s50_1
  – Crit-path cells: buf_8, buf_12, buf_4, mux2i_1, a22oi_1, nand4_1, a211oi_1, clkdlybuf4s50_1
  – Worst EP arrival: 4.10 ns
  – Worst path bufs/invs: 4
  – Crit Path Category: primary input to output port
  – Startpoint types: primary input
  – Top delay family on crit path: buffers and inverters
  – Worst Setup End Kind: output port

Power
  – Total chip power: 14750 µW
  – Pleak: 0.01478 µW
  – Power Dens Cells: 325.1 nW/µm²
  – Maximum VDD drop: 236.1 µV

Clock network
  – CTS H-tree depth: 3
  – Max clock buf depth: 3
  – Num CTS Buffers: 104
  – Clock root cell: clkbuf_16
  – CTS Hold Bufs: 0
  – Clock slew at reported path FFs: 0.06 ns
  – Clk sink count: 1024
  – CTS resizes: 0
  – Post-CTS setup buffers: 0
  – CTS tree: done

Routing
  – Routed Antenna Nets: 0
  – Pre-antenna DRT Iters: 5
  – DRC: 0
  – Drt total wl: 94750 µm
  – 1st-iter DRT viols: 1110
  – Via count: 19550
  – Wire per inst: 29.43 µm
  – Vias/cell: 6.072

Finish
  – Top Registers: reg_data (1024)
  – Max reg flops: 1024
  – Synthesis-to-layout area growth: 14.32%
  – Layout cell share with drive strength beyond 1: 20.94%
  – Largest register by flop count: reg_data

Flow run
  – Stage-log warning count: 31
  – Max Cap Violations: 0

GRT
  – Largest net degree at the start of global routing: 78
  – M2 GR Usage: 38.20%
  – First-pass GRT wire length: 138400 µm
  – Met1 Use GR: 36.09%
  – Number of global-route vias before repair: 21190
  – Remaining global-route overflow: 0
  – Most Used Layer, Global Route: met2
  – M3 GR Usage: 20.62%
  – Total Routing Usage GR: 27.13%
  – Initial antenna violation count: 1

Synthesis
  – Sequential share of the synthesized area: 77.50%
  – EDFF count, synth: 1024
  – Simple-Gate Area Share: 1.810%
  – Mapped Area: 39680 µm²
  – Avg Inst Size Synth: 20.51 µm²
  – Adder share: 0%
  – # Cells Yosys: 1935
  – Ao+oa area frac: 3.797%
  – Post-synth ARST share: 0%
  – MUX share of area: 14.63%
  – Top FF cell, synth: edfxtp_1
  – Unique cell types: 29
  – Comb area leader: multiplexers
  – Xor/xnor share: 0%
  – YS chip area: 39680 µm²
  – Ys Warns: 3
  – Syn Inst Count: 1935
  – Yosys reg bits: 1024

Hold path
  – HP Class: primary input to flip-flop

Placement
  – Post-DP HPWL: 50060 µm
  – PortBufs: 75
  – Placer Congestion: 0.7986

Outcome
  – Status: finished clean
-- metrics by stage --
| stage | instances | utilization (%) | setup WS (ns) | hold slack, ns | area, µm² |
|---|---|---|---|---|---|
| 2_1_floorplan | 1966 | - | 2.259 | 1.319 | 39790 |
| 3_3_place_gp | 3029 | 53.94 | 0.7839 | 2.046 | 42060 |
| 3_5_place_dp | 3029 | 53.94 | 0.7641 | 2.045 | 42060 |
| 6_report | 3219 | 58.17 | 0.7756 | 1.380 | 45360 |
| 5_1_grt | 3219 | 58.17 | 0.6068 | 1.384 | 45360 |
| 4_1_cts | 3218 | 58.17 | 0.7318 | 1.351 | 45360 |
-- metal layers --
layer	share of wire (%)	wire length, µm
met5	0.16	153
met4	2.9	2706
met3	17	16160
met2	47	44970
met1	32	30760
-- final timing paths --
check | startpoint | endpoint | slack [ns] | depth (start not counted)
hold / removal | wd3_i[25] | reg_data[15][25] | 1.38 | 2
setup / recovery | ad2_i[2] | rd2_o[2] | 0.78 | 8
-- layout by cell type, fill, tap and decap left out, drive strengths merged, types with 35 or more instances in the layout --
cell           Yosys  layout
o221ai            64      64
clkbuf            63     120
mux4             128     128
clkdlybuf4s50      0      70
buf               86     102
nand2             65      65
clkinv             0      52
nor2              35      35
edfxtp          1024    1024
mux2i            256     256
-- cell families after synthesis --
family / after synthesis
and+or+nand+nor: 152
muxes: 416
DFF: 1024
buffers and inverters: 150
other: 1
AOI/OAI and AO/OA: 192
-- synthesized netlist by cell type, types with 13 or more instances --
cell type | instances | area share [%]
a22oi_1 | 32 | 0.61
clkbuf_1 | 62 | 0.59
a221oi_1 | 28 | 0.62
a21oi_1 | 32 | 0.40
buf_4 | 61 | 1.2
nand4_1 | 32 | 0.50
nand2_1 | 65 | 0.61
buf_2 | 13 | 0.16
a211oi_1 | 32 | 0.61
mux4_2 | 128 | 7.3
edfxtp_1 | 1024 | 77
nor2_1 | 35 | 0.33
mux2i_1 | 256 | 6.5
mux2_2 | 32 | 0.91
o221ai_1 | 64 | 1.4
-- cell type report --
cell class,instances,area [µm²]
Antenna cell,1,2.502
Clock inverter,69,595.6
Inverter,1,3.754
Tap cell,1040,1301
Clock buffer,120,2705
Fill cell,5487,32620
Sequential cell,1024,30750
Timing Repair Buffer,172,1579
Multi-Input combinational cell,792,8424
-- where the power goes --
group          switching [µW]  internal (µW)
Combinational             454            309
Clock                    2560           3580
Sequential               16.5           7830
Total                    3030          11700
Power is estimated from default activity; no workload was simulated.
