`./run.sh`:
```
#!/bin/bash
# OpenROAD 26Q1-2900-gdf79404cd8, Yosys 0.63+post, stock flow scripts
make -C /OpenROAD-flow-scripts/flow DESIGN_CONFIG=/design/flow/config.mk WORK_HOME=/design/flow/orfs finish
```
`./config.mk`:
```
export PLATFORM = sky130hd
export DESIGN_NAME = alu
export DESIGN_NICKNAME = alu
export VERILOG_FILES = /design/flow/design.v
export SDC_FILE = /design/flow/constraint.sdc
export NUM_CORES = 4
export LEC_CHECK = 1
export CORE_UTILIZATION = 40
```
`./constraint.sdc`:
```
current_design alu

set clk_period 15.7
set clk_io_pct 0.2

create_clock -name clk0 -period $clk_period

set non_clock_inputs [all_inputs -no_clocks]
set_input_delay [expr $clk_period * $clk_io_pct] -clock clk0 $non_clock_inputs
set_output_delay [expr $clk_period * $clk_io_pct] -clock clk0 [all_outputs]
```
`./design.v`:
```
module alu #(
    parameter DATA_WIDTH = 32
)(
    input  logic [DATA_WIDTH-1:0]    aluOp1_i,       
    input  logic [DATA_WIDTH-1:0]    aluOp2_i,       
    input  logic [2:0]               aluCtrl_i,      
    output logic [DATA_WIDTH-1:0]    sum_o,          
    output logic                     eq_o            
);
always_comb 
    case (aluCtrl_i)
        3'b000: sum_o = aluOp1_i + aluOp2_i;               
        3'b001: sum_o = aluOp1_i - aluOp2_i;               
        3'b010: sum_o = aluOp1_i & aluOp2_i;               
        3'b100: sum_o = aluOp1_i | aluOp2_i;               
        3'b101: sum_o = (aluOp1_i < aluOp2_i) ? {{DATA_WIDTH-1{1'b0}}, 1'b1} : {DATA_WIDTH{1'b0}};   
        default: sum_o = 0;
    endcase    
assign eq_o = (sum_o == 0) ? 1'b1 : 1'b0;            
endmodule
```
==> notes.md <==
Flow results.

- The fraction of final layout cells sized beyond drive strength 1 is between 4 and 5%.
- The floorplan die width is around 120 um.
- The kind of capture point of the worst setup path is an output pin.
- After synthesis, the most frequently instantiated cells are sky130_fd_sc_hd__ha_1, sky130_fd_sc_hd__inv_1, sky130_fd_sc_hd__a21oi_1.
- The number of buffers and inverters on the critical path is 4.
- The global-route track usage on met3 is about 4.7%.
- Per the post-route antenna check, the number of violating nets is 0.
- After clock tree synthesis, the repair step resized 0 gates.
- The placer congestion estimate is 1.011.
- In the Yosys report, the sequential cells make up 0% of the chip area.
- After synthesis, the chip area reported by Yosys is roughly 5400 um2.
- The post-route fraction of the period consumed by the critical path is approximately 72%.
- The path class of the tightest hold or removal check is primary input to output pin.
- Hold repair after CTS inserted 0 buffers.
- In this run the tools logged warnings totalling approximately 100.
- The count of distinct cell types in the synthesized netlist is roughly 86.
- The transition time of the tightest slew-check pin is between 800 and 900 ps.
- In this run the cell area of the synthesized design comes to ~5400 um2.
- The diode insertion count for antenna repair is 0.
- After floorplanning, the core was sized to cover 12880 um2.
- The max-cap check violation count is 0.
- The startpoint-to-endpoint class of the critical path is primary input to output pin.
- After synthesis, the cell types taking the most area are sky130_fd_sc_hd__ha_1, sky130_fd_sc_hd__a21oi_1, sky130_fd_sc_hd__inv_1.
- The arrival time of data at the critical path endpoint is a little over 8000 ps.
- The script logs the mean routed wire length per placed instance as between 15 and 20 um.
- Relative to the synthesized area, the layout overhead comes to 16.90%.
- For reference, the final report shows the hold violation count at 0.
- The number of clock buffers in the layout is 0.
- The half-perimeter wire length after detailed placement is about 16 mm.
- The sequential cell area is 0 um2.
- The largest individual stage delay along the critical path comes from the cell sky130_fd_sc_hd__nand3_1.
- The total power per unit cell area is roughly 37 nW/um2.
- The first detailed-routing pass took 5 iterations.
- The quantity of I/O buffers inserted on ports is around 100.
- After floorplanning, the core was divided into a little over 40 placement rows.
- For the worst setup path, the data required time is between 10000 and 15000 ps.
- The number of antenna violations at the first check in global routing was 0.
- The total overflow left after global routing is 0.
- The cell sequence reported for the critical path is clkdlybuf4s50_1 -> buf_4 -> clkinv_1 -> nand3_1 -> o21ai_0 -> a311oi_1 -> mux2_2 -> o22ai_1 -> a2111oi_0 -> and4b_2 -> nand3_1 -> nor4_2 -> clkdlybuf4s50_1.
- The post-detailed-routing wire length is 20.06 mm.
- In the final report, the number of pins over their slew limit comes to 0.
- The worst-path maximum fanout is around 43.
- The maximum operating frequency is around 0.09 GHz.
- Setup repair after global routing left no endpoint under its margin.
- After routing, the total negative slack on setup checks comes to 0 ps.
- The most congested layer reported by global routing is met1.
- The initial utilization of the core area, before any placement, comes to a little over two fifths.
- The synthesized area per cell is roughly 6.8 um2.
- The synthesis report lists the Yosys warning total as 1.
- The maximum number of pins on one net before global-route repair is about 44.
- The top-level port count is 100.
- The total die size is 13910 um2.
- The design has 0 sequential cells.
- The first global-routing pass estimated between 30 and 40 mm of wire.
- The number of cells reported by Yosys stat comes to just under 800.
- The number of vias in the routed layout is between 6000 and 7000.
- The leakage power in the latest report is about 2.9 nW.
- The kind of cell with the highest combined delay along the critical path is buffers and inverters.
- The total setup buffers inserted after CTS is 0.
- The shortest clock period the worst path allows after layout is between 10000 and 15000 ps.
- The global-route total usage across every layer is ~28%.
- The gate count after technology mapping is between 700 and 800.
- Across all setup checks in the final design, the least slack found is approximately 4400 ps.
- The via count of the first global-routing pass is 5616.
- Hold timing on the final database bottoms out at a slack of roughly 7500 ps.
- The max-slew check reports its worst relative slack as 39.38%.
- Across the VDD grid, the largest voltage drop is between 10 and 15 uV.
- The worst setup path is launched from a primary input.
- Using the TritonRoute via totals, the vias-per-cell ratio works out to slightly below 6.
- Looking at area per cell type in the netlist, the leader is sky130_fd_sc_hd__ha_1.
- The met1 usage in global routing is ~43%.
- The global routing met2 resource utilization is 42.79%.
- The number of DRC violations after detailed routing is 0.
- The synthesis stats list as the most numerous cell sky130_fd_sc_hd__ha_1.
- For this run, the slowest stage of the critical path takes ~780 ps.
- At the placement stage, the worst setup path has a slack of approximately 4500 ps.
- The area fraction of the largest cell type after synthesis is between 20% and 30%.
- The number of design-rule violations left by the first detailed-router iteration is roughly 670.
- The final tally of setup violations is 0.
- In this run the vertical extent of the chip is around 120 um.
- The flow ran to the end, and the final reports show no timing, DRC or antenna violations.
through the flow:
step	cell area, um2	utilization, %	cells	power, W
after floorplan	5375	-	794	0.0001490
after global placement	6284	48.80	1026	0.0002295
after detailed placement	6284	48.80	1026	0.0002280
after CTS	6284	48.80	1026	0.0002295
after global routing	6284	48.80	1026	0.0002536
final	6284	48.80	1026	0.0002330
path summary, 6_finish.rpt:
kind        to  cells past startpoint    startpoint  slack, ps
max       eq_o                     13  aluCtrl_i[0]       4430
min   sum_o[1]                      3  aluCtrl_i[1]       7480
placed cells by master (no fill, tap or decap), types with 5 or more instances in the layout:
cell type                         count
sky130_fd_sc_hd__a2111oi_0           11
sky130_fd_sc_hd__a211oi_1            11
sky130_fd_sc_hd__a21o_1              10
sky130_fd_sc_hd__a21oi_1             91
sky130_fd_sc_hd__a31oi_1              8
sky130_fd_sc_hd__and2_1               5
sky130_fd_sc_hd__buf_4                7
sky130_fd_sc_hd__clkdlybuf4s50_1    100
sky130_fd_sc_hd__ha_1               101
sky130_fd_sc_hd__inv_1               96
sky130_fd_sc_hd__mux2i_1              6
sky130_fd_sc_hd__nand2_1             54
sky130_fd_sc_hd__nand2b_1             6
sky130_fd_sc_hd__nand3_1             14
sky130_fd_sc_hd__nand4_1              9
sky130_fd_sc_hd__nor2_1              79
sky130_fd_sc_hd__nor2b_1              9
sky130_fd_sc_hd__nor3_1              15
sky130_fd_sc_hd__nor4_1               9
sky130_fd_sc_hd__o21a_1               6
sky130_fd_sc_hd__o21ai_0             37
sky130_fd_sc_hd__o21bai_1             7
sky130_fd_sc_hd__o221ai_1            12
sky130_fd_sc_hd__o22ai_1              6
sky130_fd_sc_hd__o31ai_1             18
sky130_fd_sc_hd__or3_1                5
sky130_fd_sc_hd__xnor2_1             24
kinds of logic (layout without fill, tap and decap cells):
logic type	after synthesis	in the layout	synth area share, %
buf+inv	146	206	13.76
fa+ha+maj	103	103	24.26
simple gates	236	236	21.55
compound gates	275	275	34.66
mux	8	8	1.536
xor+xnor	26	26	4.237
metal layers:
layer	vias up	wire length, um
met2	282	8551
met5	-	0
li1	2972	-
met4	0	218
met3	21	1771
met1	2816	9513
worst min-delay path, stage by stage:
cell and delay (ps):
sky130_fd_sc_hd__clkdlybuf4s50_1 620, sky130_fd_sc_hd__o32ai_1 160, sky130_fd_sc_hd__clkdlybuf4s50_1 420
power by group:
group	total (W)	switching (W)	internal, W
registers	0	0	0
logic	0.000233	0.000134	0.0000989
clock network	0	0	0
area by class of cell:
type,instances,area [um2]
tap,172,215.2
inverter,99,374.1
fill,1323,6593
multi-input combinational,648,4641
timing repair buffer,107,1054
Power and IR drop assume default switching activity.
