===== design/flow/config.mk =====
export PLATFORM = sky130hd
export DESIGN_NAME = direct_cache
export DESIGN_NICKNAME = direct_cache
export VERILOG_FILES = /design/flow/design.v
export SDC_FILE = /design/flow/constraint.sdc
export NUM_CORES = 4
export LEC_CHECK = 1
export CORE_UTILIZATION = 30

===== design/flow/constraint.sdc =====
current_design direct_cache

set clk_period 15.7
set clk_io_pct 0.2

create_clock -name clk0 -period $clk_period [get_ports {clk_i}]

set non_clock_inputs [all_inputs -no_clocks]
set_input_delay [expr $clk_period * $clk_io_pct] -clock clk0 $non_clock_inputs
set_output_delay [expr $clk_period * $clk_io_pct] -clock clk0 [all_outputs]

===== design/flow/design.v =====
module direct_cache #(
    parameter ADDRESS_WIDTH = 32,
    parameter TAG_WIDTH = 27,
    parameter DATA_WIDTH = 32,
    parameter CACHE_LENGTH = 8,
    parameter SET_WIDTH = 3
)(
    input  logic                     clk_i,
    input  logic [ADDRESS_WIDTH-1:0] addr_i,
    input  logic [DATA_WIDTH-1:0]    data_in_i,
    input  logic                     wen_i,
    output logic [DATA_WIDTH-1:0]    data_out_o,
    output logic                     hit_o
);
    logic v [CACHE_LENGTH-1:0];
    logic [TAG_WIDTH-1:0] tag [CACHE_LENGTH-1:0];
    logic [DATA_WIDTH-1:0] data [CACHE_LENGTH-1:0];
    logic [SET_WIDTH-1:0] current_set;
    logic [TAG_WIDTH-1:0] current_tag;
    assign current_set = addr_i[SET_WIDTH+1:2];
    assign current_tag = addr_i[DATA_WIDTH-1:DATA_WIDTH-TAG_WIDTH]; 
    assign hit_o = (tag[current_set] == current_tag) && v[current_set];
    always_latch begin
        if(hit_o) data_out_o = data[current_set];
    end
    always_ff @(negedge clk_i) begin
        if(current_tag != tag[current_set]) begin
            tag [current_set] <= current_tag;
            data [current_set] <= data_in_i;
            v [current_set] <= 1'b1;
        end
        if(wen_i) begin
            if(current_tag == tag [current_set]) begin
                tag [current_set] <= current_tag;
                data [current_set] <= data_in_i;
            end
        end
    end
endmodule

===== design/flow/run.sh =====
#!/bin/bash
# OpenROAD 26Q1-2900-gdf79404cd8, Yosys 0.63+post, stock flow scripts
make -C /OpenROAD-flow-scripts/flow DESIGN_CONFIG=/design/flow/config.mk WORK_HOME=/design/flow/orfs finish

==> results.yml <==
# synthesis and place-and-route metrics
critical_path:
  crit_chain: "mux4_2 -> mux2i_1 -> xor2_1 -> o2111ai_1 -> nor4b_2 -> nor3b_1 -> clkdlybuf4s50_1"
  critPathBufInv: 1
  crit_path_max_incr_delay_ns: 0.58
  startpoint_type: "flop"
  critPathKind: "flop to output port"
  endpoint_kind: "output port"
  crit_family: "simple AND/OR/NAND/NOR gates"
  cp.arrival_ns: 11.17
  slowest_stage: "clkdlybuf4s50_1"
  crit_fanout: 3
  cp.depth: 7
  reg2reg_depth: 8
  required_ns: 12.56
layout:
  lay_top_cells: "inv_1, edfxtp_1, mux2i_1"
  area_delta_synth_final_pct: 29.6
  lay_top_count: "inv_1"
  drive_above_1_share_pct: 13.0
global_route:
  grt_start_max_net_pins: 67
  gr-usage-all-layers_pct: 14.2
  grt_overflow_total: 0
  grt_pass1_vias: 12100
  grt_first_pass_wirelength_um: 63400
  antenna_found_initial: 9
synthesis:
  edf_count: 472
  ys_area_um2: 18800
  yosys_warnings: 1
  synth_flops: 504
  yosysCellCount: 942
  synth_cell_types: 46
  synthArstFlopShare_pct: 0
  synthCells: 942
  dominantRegCellSynth: "edfxtp_1"
  synth.cell_area_um2: 18800
  avgSynthCellArea_um2: 19.9
routing:
  vias: 10800
  antenna_left: 0
  routed_wl_um: 41200
  viasPerCell: 4.44
  firstDrtPassIters: 6
  wl_per_cell_um: 17.0
  drc: 0
  drtIter0Drc: 446
hold_path:
  whs_path_depth: 6
  hp-class: "flop to flop"
clock_network:
  hold_buffers: 0
  numCtsBuffers: 48
  post_cts_buffers: 0
  worstSkewPairLatency_ns: 0.62
  cts_buffer_depth: 3
  cts.repair.resized: 0
  cts.reportedPaths.clkPinSlew_ns: 0.03
  cts_tree: "done"
  root_buffer: "clkbuf_16"
  htreeDepth: 2
run_status:
  outcome: "complete, no violations"
sta:
  slew_violations: 0
  final_hold_viol_count: 0
  setup_tns_ns: 0
  maxSlewHeadroom_pct: 49.2
  fin_hold_ws_ns: 1.57
  clock-skew-final_ns: 0.0341
  setup_viol: 0
  worstMarginPinSlew_ns: 0.763
  unclocked_regs: 32
  postLayoutSetupSlackWorst_ns: 1.39
  untimed_endpoints: 64
  grt_setup_unrepaired: "no"
pwr:
  power.leakage_nw: 10.0
  clkPwrFrac_pct: 48.7
  power_density_nw_per_um2: 135
  cell_internal_pwr_mw: 2.43
  p_total_mw: 3.29
  p_comb_share_pct: 5.9
  p_sw_share_pct: 26.3
  ir_drop_v: 0.0000990
  seqPwrFrac_pct: 45.4
  p_sw_mw: 0.864
job:
  maxCapViolCount: 0
  warning_count: 499
placement:
  port-buffer-count: 96
  place_congestion: 0.774
  place_ws_ns: 1.04
  dp_hpwl_um: 22700
die:
  ios: 99
  fp-utilization_pct: 30.4
  die_area_um2: 63600
  rows: 91
  die_x_um: 252
  core_area_um2: 61700
  die_h_um: 252
-- worst register-to-register path, stage by stage, from the launching register on --
cell	delay, ns
edfxtp_1	0.36
mux4_2	0.49
mux2i_1	0.18
xor2_1	0.22
o2111ai_1	0.19
nor4b_2	0.46
nand4_2	0.29
and3_2	0.56
buf_4	0.34
-- per-stage QoR --
stage	util [%]	std cells	cell area, um2
6_report	39.4	2421	24300
5_1_grt	39.4	2419	24300
4_1_cts	39.4	2418	24300
3_5_place_dp	33.9	1867	20900
3_3_place_gp	33.9	1867	20900
2_1_floorplan	-	942	18800
-- kinds of logic after synthesis --
logic type                Yosys count  share of synthesized area, %
muxes                             182                          13.3
AOI/OAI and AO/OA                 125                          4.49
and+or+nand+nor                    73                          2.21
DFF                               472                          75.5
xor gates and xnor gates           11                         0.513
buffers and inverters              47                          1.41
latches                            32                          2.56
-- flip-flops by register name, summed over array words and instances, names as in the netlist --
| name | cells |
|---|---|
| data | 256 |
| data_out_o | 32 |
| tag | 216 |
-- synthesized netlist by cell type, types with 2 or more instances --
cell / number / area, um2
mux2_2: 27 / 304
nand4_1: 2 / 12.5
nor2_1: 20 / 75.1
o21ai_0: 15 / 75.1
and2_1: 6 / 37.5
mux4_2: 51 / 1150
buf_8: 2 / 30.0
a21oi_1: 31 / 155
nand2_1: 9 / 33.8
clkbuf_1: 11 / 41.3
buf_2: 19 / 95.1
nor4_2: 2 / 25.0
buf_4: 3 / 22.5
and3_1: 19 / 119
o22ai_1: 14 / 87.6
nor3_1: 2 / 10.0
or3_1: 2 / 12.5
a22oi_1: 36 / 270
buf_6: 4 / 45.0
a211o_1: 2 / 17.5
a22o_1: 7 / 61.3
nor2b_1: 4 / 25.0
dlxtn_1: 32 / 480
mux2i_1: 104 / 1040
edfxtp_1: 472 / 14200
inv_1: 2 / 7.51
buf_1: 6 / 22.5
a221oi_1: 11 / 96.3
xnor2_1: 4 / 35.0
xor2_1: 7 / 61.3
-- metal layers --
layer	global-route usage, %	routed length (um)	part of all wire, %
met4	6.86	1110	2.7
met2	20.2	19600	48
met1	16.5	15600	38
met5	0.541	133	0.32
met3	9.91	4770	12
-- path summary, 6_finish.rpt --
path                            startpoint   endpoint  slack [ns]
worst min register to register  tag[3][10]  tag[1][7]        1.57
worst max register to register  tag[7][17]  tag[5][9]       12.35
worst max-delay path            tag[7][17]      hit_o        1.39
worst min-delay path            tag[3][10]  tag[1][7]        1.57
-- layout make-up --
class,count,area (um2)
Sequential cell,504,14700
Inverter,1,3.75
Clock buffer,49,1230
Tap cell,837,1050
Timing Repair Buffer,133,1370
Clock inverter,503,2140
Multi-Input combinational cell,391,3860
Antenna cell,3,7.51
Fill cell,5577,37400
-- power groups by stage --
| stage | Sequential (mW) | Combinational, mW | Clock (mW) |
|---|---|---|---|
| finish | 1.49 | 0.193 | 1.60 |
| CTS | 1.50 | 0.197 | 1.67 |
| global route | 1.50 | 0.212 | 1.81 |
Power and IR drop assume default switching activity.
