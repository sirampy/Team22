[flow/run.sh]
#!/bin/bash
# OpenROAD 26Q1-2900-gdf79404cd8, Yosys 0.63+post, stock flow scripts
make -C /OpenROAD-flow-scripts/flow DESIGN_CONFIG=/design/flow/config.mk WORK_HOME=/design/flow/orfs finish
[flow/config.mk]
export PLATFORM = sky130hd
export DESIGN_NAME = maindecoder
export DESIGN_NICKNAME = maindecoder
export VERILOG_FILES = /design/flow/design.v
export SDC_FILE = /design/flow/constraint.sdc
export NUM_CORES = 4
export LEC_CHECK = 1
export CORE_AREA = 10 10 70 70
export DIE_AREA = 0 0 80 80
[flow/constraint.sdc]
current_design maindecoder

set clk_period 1.9
set clk_io_pct 0.2

create_clock -name clk0 -period $clk_period

set non_clock_inputs [all_inputs -no_clocks]
set_input_delay [expr $clk_period * $clk_io_pct] -clock clk0 $non_clock_inputs
set_output_delay [expr $clk_period * $clk_io_pct] -clock clk0 [all_outputs]
[flow/design.v]
module maindecoder(
    input logic [6:0]   op_i,
    input logic     zero,
    output logic[1:0]    result_src,
    output logic    mem_write,
    output logic    alu_src,
    output logic[2:0]   imm_src,
    output logic    reg_write,
    output logic[1:0]  alu_op,
    output logic    pc_src,
    output logic    branch,
    output logic[1:0]    jump
);
always_comb
case(op_i)
    default: begin
                reg_write = 1'b0;  
                imm_src = 3'b000;
                alu_src = 1'b0;
                mem_write = 1'b0;
                result_src = 2'b00;
                branch = 1'b0;
                alu_op = 2'b00;
                jump = 2'b00;
            end
    7'b0000011: begin 
                reg_write = 1'b1;
                imm_src = 3'b000;
                alu_src = 1'b1;
                mem_write = 1'b0;
                result_src = 2'b01;
                branch = 1'b0;
                alu_op = 2'b00;
                jump = 2'b00;
    end
    7'b0100011: begin  
                reg_write = 1'b0;
                imm_src = 3'b001;
                alu_src = 1'b1;
                mem_write = 1'b1;
                result_src = 2'b00;
                branch = 1'b0;
                alu_op = 2'b00;
                jump = 2'b00;
    end 
    7'b0110011: begin  
                reg_write = 1'b1;
                imm_src = 3'b000;
                alu_src = 1'b0;
                mem_write = 1'b0;
                result_src = 2'b00;
                branch = 1'b0;
                alu_op = 2'b10;
                jump = 2'b00;
    end 
    7'b1100011: begin  
                reg_write = 1'b0;
                imm_src = 3'b010;
                alu_src = 1'b0;
                mem_write = 1'b0;
                result_src = 2'b00;
                branch = 1'b1;
                alu_op = 2'b01;
                jump = 2'b00;
    end 
    7'b0110111: begin 
                reg_write = 1'b1;
                imm_src = 3'b100;
                alu_src = 1'b1; 
                mem_write = 1'b0; 
                result_src = 2'b00; 
                branch = 1'b0; 
                alu_op = 2'b11;
                jump = 2'b00;
    end 
    7'b1101111: begin  
                reg_write = 1'b1;
                imm_src = 3'b011;
                alu_src = 1'bx;  
                mem_write = 1'b0;  
                result_src = 2'b10;  
                branch = 1'b0;  
                alu_op = 2'bxx; 
                jump = 2'b01;
    end
    7'b1101111: begin  
                reg_write = 1'b1;
                imm_src = 3'b111;
                alu_src = 1'b1;
                mem_write = 1'b0;
                result_src = 2'b00; 
                branch = 1'b0;  
                alu_op = 2'b10;
                jump = 2'b10;
    end 
endcase
assign pc_src= branch&zero;
endmodule
==> results.txt <==
Summary of the current implementation state.

- Per the final layout report, the fraction of cells sized above drive strength 1 comes to 68.4%.
- The sequential element share of the synthesized area is 0%, for reference.
- The final layout contains routed wiring with a total length of 1.13 mm.
- For the worst setup path, the data required time is 1.52 ns.
- The share of total power dissipated in sequential elements is 0%.
- The post-cts hold-fix buffer tally is 0, for reference.
- In the final layout, the multi-input gates occupy 221 µm².
- The compound-cell area share of the yosys netlist is 17.8%, for reference.
- The area of the core is 3420 µm², for reference.
- The number of maximum-capacitance violations recorded for the run is 0.
- The number of failing setup endpoints in the final timing report is 0, for reference.
- The maximum number of pins on one net before global-route repair is 6, for reference.
- The routed via count is 385, for reference.
- The wire length of the first global-routing pass is 1.73 mm, for reference.
- After global routing the overflow that remains totals 0.
- After filler insertion, the fill cell instance count of the layout stands at 376.
- For reference, XOR and XNOR gates occupy 0% of the area reported after synthesis.
- The area of the die is 6400 µm², for reference.
- The worst setup path is captured at an output pin.
- Setup repair after global routing left no endpoint under its margin.
- The number of clock buffer instances in the layout is 0, for reference.
- The count of instantiated cells in the yosys netlist is 32, for reference.
- Of all cell types, the one taking the most synthesized area is nor2_1.
- The number of hold violations in the final report is 0, for reference.
- The synthesis run identifies the leading combinational cell family as simple AND/OR/NAND/NOR gates.
- The die is 80 µm tall.
- In this run the biggest area consumer among cell types represents 9.87% of the synthesized area.
- In this run the core area contains 21 standard-cell rows.
- The number of global-route vias before repair came to 364.
- The met1 global-route usage is 4.42%, for reference.
- Summing all non-filler instances in the final layout gives an area of 621 µm².
- The average wire length per cell after detail routing is 9.30 µm, for reference.
- The worst setup path is launched from a primary input.
- For reference, the final report shows the max-slew violation count at 0.
- The number of DRC markers after the initial detailed-route iteration is 9, for reference.
- Of the available clock period, the critical path in the final layout requires 96.9%.
- The synthesized netlist cell count is 32, for reference.
- The tally of nets with antenna violations remaining after routing is 0, for reference.
- The initial utilization of the core area, before any placement, comes to 5.57%.
- The adder and majority gate portion of the synthesized area is 0%, for reference.
- The area after detailed placement is 526 µm², for reference.
- The power per standard cell area is 124 nW/µm², for reference.
- Looking at hold timing, the worst path starts from op_i[3].
- Warnings reported by Yosys during synthesis add up to 1.
- The layer flagged by global routing as most heavily used is met2.
- The HPWL after detailed placement is 895 µm.
- The flow reports that combinational logic draws 100.0% of the design power.
- The routed design ends up with an antenna cell count of 0.
- The placement summary gives the final routability congestion estimate as 0.791.
- The report gives the cell count of the worst hold path as 4.
- The synthesis area per yosys is 190 µm², for reference.
- The routed design could run at a clock period as short as 1.84 ns.
- On met3, the global router reports a usage of 0.909%.
- The OpenROAD warning count is 33, for reference.
- By area the synthesized netlist is led by nor2_1 9.9%, nand3_1 7.9%, nor3_1 7.9%.
- Data on the critical path arrives at its endpoint at 1.46 ns.
- Pin placement for this block handled 22 I/O pins.
- The leakage power of the design is 0.000291 µW, for reference.
- The power report shows net switching accounting for 43.6% of the total.
- In the routed layout, each cell is associated on average with a via count of 3.16.
- The post-synthesis average cell area is 5.94 µm², for reference.
- The total of buffers placed on input and output ports is 21, for reference.
- The internal portion of the total power is 43.5 µW.
- The number of remaining DRC errors is 0, for reference.
- The worst hold path terminates at pc_src.
- The type of the worst setup path is primary input to output pin, for reference.
- The iteration tally of the first detailed-router pass is 3, for reference.
- The worst VDD IR drop from the latest analysis is 24.0 µV.
- For reference, the mux area share after synthesis is 5.92%.
- The share of power burned in the clock network is 0%, for reference.
- The flow ran to the end, and the final reports show no timing, DRC or antenna violations.
- The area used by sequential logic in the layout is 0 µm², for reference.
- The switching component of the power is 33.7 µW, for reference.
- The worst setup slack after layout is 0.0591 ns, for reference.
- The initial antenna violation count is 0, for reference.
- The post-synthesis instance area is 190 µm², for reference.
- The path class of the tightest hold or removal check is primary input to output pin.
- The count of sequential standard cells is 0, for reference.
- Overall routing resource usage recorded by global route was 3.26%.
- The number of different library cells used by synthesis comes to 19.
- The x dimension of the die is 80 µm, for reference.
- The setup slack at placement is -0.586 ns, for reference.
- Timing would allow up to 0.543 GHz.
- The top fanout value on the critical path is 3, for reference.
- In this run, the synthesized area fraction spent on and/or/nand/nor cells is recorded as 62.5%.
- Global routing used 5.30% of the available met2 tracks.
- The area growth from synthesis to layout is 226%, for reference.
## cell type report
cell class	instances	area share, %
repair buffers	46	53.8
well taps	46	9.27
multi-input cells	28	35.7
inverters	2	1.21
## worst max-delay path, cell delays in order
cell and delay (ns):
buf_2 0.09, nand3_2 0.08, or3b_4 0.40, buf_6 0.13, buf_4 0.13, nor2_4 0.07
clkdlybuf4s15_1 0.17
## through the flow
stage | TNS [ns] | instances | util [%] | hold slack (ns) | power [µW]
finish | 0 | 122 | 18.2 | 1.15 | 77.2
global route | 0 | 122 | 18.2 | 1.18 | 84.5
CTS | -0.000663 | 122 | 18.3 | 1.16 | 75.7
detailed placement | -6.20 | 108 | 15.4 | 1.66 | 64.8
global placement | -6.21 | 108 | 15.4 | 1.66 | 64.7
floorplan | 0 | 32 | - | 0.776 | 17.6
## what timing repair did
item / in CTS / in global routing
setup endpoints to repair: 13 / 7
setup buffers: 14 / 0
pin swaps: 11 / 3
gates cloned: 0 / 0
gates resized: 58 / 8
## routing by layer
metal	wire (µm)	vias to the layer above	part of all wire (%)
met1	487	173	43
met2	526	13	46
li1	-	199	-
met4	0	0	0
met5	0	-	0
met3	120	0	11
## layout by cell type (no fill, tap or decap), drive strengths merged
cell / netlist / routed
clkdlybuf4s50: 0 / 1
o32ai: 1 / 1
o21a: 1 / 1
or2: 2 / 2
a211oi: 1 / 1
or3b: 1 / 1
conb: 1 / 1
clkdlybuf4s15: 0 / 2
nand2: 3 / 3
or3: 1 / 1
buf: 2 / 34
nand4b: 1 / 1
mux2: 1 / 1
inv: 2 / 2
nand3: 4 / 4
nor3: 4 / 4
dlygate4sd2: 0 / 6
nor2: 5 / 5
a21oi: 2 / 2
clkbuf: 0 / 3
## cells by family (layout without fill, tap and decap cells)
group,Yosys count,in the layout
AOI/OAI and AO/OA,5,5
other,1,1
buffers and inverters,4,48
and+or+nand+nor,21,21
muxes,1,1
## cell usage after synthesis
cell type / count
nand3_1: 3
nor3_1: 3
nor2_1: 5
or2_2: 1
nand4b_1: 1
or2_1: 1
or3b_4: 1
or3_1: 1
o32ai_1: 1
a21oi_1: 2
nand2_1: 3
inv_1: 2
mux2_2: 1
nand3_2: 1
o21a_1: 1
nor3_2: 1
conb_1: 1
a211oi_1: 1
buf_4: 2
## power groups by stage
stage	Combinational, µW	Clock [µW]	Sequential (µW)
CTS	75.7	0	0
global route	84.5	0	0
finish	77.2	0	0
## how the worst max path moves through the flow
stage          endpoint  slack (ns)  cells after the start    start
4_1_cts   result_src[1]     -0.0007                      7  op_i[5]
6_report  result_src[1]        0.06                      7  op_i[1]
5_1_grt       alu_op[0]       0.002                      9  op_i[1]
Power and IR drop assume default switching activity.
